==> design/flow/design.v <==
module vga_timing_640x480(
    input  wire clk, input wire reset,
    output reg  [9:0] x,
    output reg  [9:0] y,
    output wire       hs,     
    output wire       vs,     
    output wire       blank_n 
);
    localparam H_VISIBLE=640, H_FRONT=16, H_SYNC=96, H_BACK=48, H_TOTAL=800;
    localparam V_VISIBLE=480, V_FRONT=10, V_SYNC=2,  V_BACK=33, V_TOTAL=525;
    reg [9:0] hc, vc;
    always @(posedge clk or posedge reset) begin
        if (reset) begin hc<=0; vc<=0; x<=0; y<=0; end
        else begin
            if (hc==H_TOTAL-1) begin hc<=0; vc <= (vc==V_TOTAL-1)? 10'd0 : vc+10'd1; end
            else hc <= hc + 10'd1;
            if (hc < H_VISIBLE) x <= hc; else x <= 10'd0;
            if (vc < V_VISIBLE) y <= vc; else y <= 10'd0;
        end
    end
    assign hs = ~((hc >= H_VISIBLE+H_FRONT) && (hc < H_VISIBLE+H_FRONT+H_SYNC));
    assign vs = ~((vc >= V_VISIBLE+V_FRONT) && (vc < V_VISIBLE+V_FRONT+V_SYNC));
    assign blank_n = (hc < H_VISIBLE) && (vc < V_VISIBLE);
endmodule
==> design/flow/run.sh <==
#!/bin/bash
# OpenROAD 26Q1-2900-gdf79404cd8, Yosys 0.63+post, stock flow scripts
make -C /OpenROAD-flow-scripts/flow DESIGN_CONFIG=/design/flow/config.mk WORK_HOME=/design/flow/orfs finish
==> design/flow/config.mk <==
export PLATFORM = sky130hd
export DESIGN_NAME = vga_timing_640x480
export DESIGN_NICKNAME = vga_timing_640x480
export VERILOG_FILES = /design/flow/design.v
export SDC_FILE = /design/flow/constraint.sdc
export NUM_CORES = 4
export LEC_CHECK = 1
export CORE_UTILIZATION = 30
==> design/flow/constraint.sdc <==
current_design vga_timing_640x480

set clk_period 3.6
set clk_io_pct 0.2

create_clock -name clk0 -period $clk_period [get_ports {clk}]

set non_clock_inputs [all_inputs -no_clocks]
set_input_delay [expr $clk_period * $clk_io_pct] -clock clk0 $non_clock_inputs
set_output_delay [expr $clk_period * $clk_io_pct] -clock clk0 [all_outputs]
==> metrics.log <==
[metrics] run summary
INFO  metric cap_violations = 0
INFO  metric grt_overflow = 0
INFO  metric post_route_cells_drive_above_1_share = 0.0824
INFO  metric yosysMostFrequentCell = dfrtp_1
INFO  metric timing_worst_setup_path_type = flip-flop to output port
INFO  metric antenna_cells_inserted = 0
INFO  metric routed_wl = between 2000 and 3000 microns
INFO  metric hold_path_end = vc[8]$_DFFE_PP0N_
INFO  metric cts.sinks = roughly 40
INFO  metric worst_hold_slack = between 500 and 600 ps
INFO  metric global_route.usage.total = 0.116
INFO  metric hold-path-cell-count = 1
INFO  metric yosysWarningCount = 1
INFO  metric cts.htree.levels = 2
INFO  metric clock-skew-final = ~5.2 ps
INFO  metric cts.root.buffer_cell = clkbuf_8
INFO  metric cp.required = roughly 2900 ps
INFO  metric drtPass1Iterations = 4
INFO  metric timing.final.crit_share = 0.753
INFO  metric cts_setup_buffers = 0
INFO  metric dr_total_vias = around 1,100
INFO  metric area_of_the_mapped_netlist = approximately 0.0017 sq mm
INFO  metric cts_made_buffers = 5
INFO  metric number_of_buffers_inserted_by_port_buffering = 24
INFO  metric yosys.area.top_type_share = 0.600
INFO  metric post_synth.cell_area_avg = between 10 and 15 sq um
INFO  metric cp-end-kind = output port
INFO  metric timing_worst_slew_pin_value = a little over 900 ps
INFO  metric yosys.area.top_type = dfrtp_1
INFO  metric postSynth.asyncResetShare = 1.00
INFO  metric path_clk_slew = about 80 ps
INFO  metric synthTopCellsByCount = dfrtp_1 (40), and2_1 (14), nor2_1 (13), nand3_1 (11), inv_1 (10)
INFO  metric clock_path_buffers = 2
INFO  metric hold_violation_count_in_the_final_report = 0
INFO  metric seq_area_frac_synth = 0.600
INFO  metric final_area = around 0.0021 sq mm
INFO  metric tool_warnings = 29
INFO  metric run_status = completed
INFO  metric area_leaders = dfrtp_1 (60%), and2_1 (5.3%), ha_1 (3.8%)
INFO  metric die_h = ~77 microns
INFO  metric global_route_wire_length_before_repair = between 5000 and 6000 microns
INFO  metric timing.rr.end = vc[7]$_DFFE_PP0N_
INFO  metric cts_tree = done
INFO  metric post-route-min-period = approximately 2700 ps
INFO  metric cts_hold_repair.buffers = 0
INFO  metric synthFlopType = dfrtp_1
INFO  metric rsz0062_at_grt = no
INFO  metric biggest_fanout_along_the_worst_timing_path = 8
INFO  metric die.size.x = ~77 microns
INFO  metric cell_count_in_the_yosys_report = approximately 150
INFO  metric final_antenna_net_count = 0
INFO  metric netlist_instances = between 100 and 150
INFO  metric dp_hpwl = between 2000 and 2500 microns
INFO  metric vdd_drop_max = 0.142 mV
INFO  metric synth_cell_types = 27
INFO  metric die-area = about 0.0059 sq mm
INFO  metric clkLatencyLatePin = just under 300 ps
INFO  metric arrival_time_worst_endpoint = 1990 ps
INFO  metric slew-limit-headroom = 0.380
INFO  metric r2r_cells = 5
INFO  metric drt_first_iter_violations = between 100 and 150
INFO  metric core-area = ~0.0052 sq mm
INFO  metric kind_of_start_point_of_the_critical_path = flip-flop
INFO  metric r2r_setup_slack = around 1500 ps
INFO  metric finalPower = around 0.85 mW
INFO  metric timing.fmax = approximately 370 MHz
INFO  metric hold_path_startpoint = vc[8]$_DFFE_PP0N_
INFO  metric post_drt_wl_per_cell = roughly 12 microns
INFO  metric io-pin-count = 25
INFO  metric first_global_vias = roughly 1,100
INFO  metric synthesized_chip_area_reported_by_yosys = about 0.0017 sq mm
INFO  metric finalSetupViolations = 0
INFO  metric regToRegStartpoint = hc[0]$_DFF_PP0_
INFO  metric hp-class = flip-flop to flip-flop
INFO  metric vias_per_cell = about 4.4
INFO  metric slew_violations = 0
INFO  metric post_dp_cell_area = ~0.002 sq mm
INFO  metric placementRows = 26
INFO  metric leakagePower = 0.927 nW
INFO  metric ys_ff = roughly 40
INFO  metric initial_utilization = 0.318
INFO  metric power.density_cell_area = 400 mW/mm^2
INFO  metric initial_antenna_violation_count = 0
INFO  metric drc_errors = 0
INFO  metric synth-edff-count = 0
INFO  metric largest_net_degree_at_the_start_of_global_routing = 24
INFO  metric areaGrowthSynthToFinish = 27.7%
INFO  metric gp_congestion = 0.828
INFO  metric setup-tns-final = 0 ps
INFO  metric post_cts.resized_instances = 0
[per-stage QoR]
step | setup WS, ps | cells | util
CTS | 839 | 252 | 0.407
detailed placement | 1150 | 244 | 0.382
global route | 615 | 252 | 0.407
floorplan | 1720 | 149 | -
finish | 889 | 252 | 0.407
global placement | 1210 | 244 | 0.382
[cells in the final DEF (no fill, tap or decap), drive strengths merged]
cell type and instances:
dfrtp 40, clkdlybuf4s50 24, and2 15, nor2 13
nand3 11, inv 10, nor3 7, xnor2 7
clkbuf 7, xor2 6, nand2 5, o21ai 5
ha 5, nand4 4, nor4 4, or3 4
nor2b 3, nor4b 2, and3 2, nor3b 1
or4 1, a21oi 1, a21o 1, o211ai 1
bufinv 1, buf 1, conb 1
[worst max path at each step]
| stage | from | end | cells past startpoint |
|---|---|---|---|
| CTS | hc[7]$_DFF_PP0_ | blank_n | 3 |
| global route | hc[7]$_DFF_PP0_ | blank_n | 3 |
| finish | hc[7]$_DFF_PP0_ | blank_n | 3 |
[sequential cells by signal, indices dropped and copies added, names as in the netlist]
name and flops:
hc 10, vc 10, x 10, y 10
[layout make-up]
type / instances / area, sq um
clock buffers: 7 / 96.3
multi-input cells: 99 / 629
flip-flops and latches: 40 / 1000
inverters: 10 / 37.5
fillers: 508 / 3110
repair buffers: 25 / 248
well taps: 70 / 87.6
clock inverters: 1 / 30.0
[metal layers]
layer / GRT usage / vias up / share of wire
met5: 0 / - / 0
met4: 0.0250 / 0 / 0.011
met3: 0.0255 / 2 / 0.040
met2: 0.160 / 27 / 0.42
met1: 0.192 / 528 / 0.53
li1: - / 561 / -
[worst max-delay path: stages, from the launching register on]
cell             delay, ps
dfrtp_1                460
o21ai_0                570
and2_1                 220
clkdlybuf4s50_1        460
[cell families (layout without fill, tap and decap cells)]
family / Yosys count / in the layout / share of synthesized area
AND/OR/NAND/NOR: 72 / 72 / 0.242
flip-flops: 40 / 40 / 0.600
XOR/XNOR: 13 / 13 / 0.0683
buffers and inverters: 10 / 43 / 0.0225
AND-OR/OR-AND: 8 / 8 / 0.0270
adder cells (fa/ha/maj): 5 / 5 / 0.0375
other: 1 / 1 / 0.00225
[power by group]
group | internal, mW | switching [mW] | leakage, nW | total (mW)
Clock | 0.244 | 0.145 | 0.0645 | 0.390
Sequential | 0.450 | 0.000110 | 0.524 | 0.450
Combinational | 0.00260 | 0.00894 | 0.339 | 0.0115
No activity file was given, so power comes from the tool's default toggle rates.
